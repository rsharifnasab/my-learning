## /design/flow/config.mk

```make
export PLATFORM = sky130hd
export DESIGN_NAME = counter4bit
export DESIGN_NICKNAME = counter4bit
export VERILOG_FILES = /design/flow/design.v
export SDC_FILE = /design/flow/constraint.sdc
export NUM_CORES = 4
export LEC_CHECK = 1
export CORE_AREA = 10 10 70 70
export DIE_AREA = 0 0 80 80
```

## /design/flow/constraint.sdc

```tcl
current_design counter4bit

set clk_period 2.9
set clk_io_pct 0.2

create_clock -name clk0 -period $clk_period [get_ports {clk}]

set non_clock_inputs [all_inputs -no_clocks]
set_input_delay [expr $clk_period * $clk_io_pct] -clock clk0 $non_clock_inputs
set_output_delay [expr $clk_period * $clk_io_pct] -clock clk0 [all_outputs]
```

## /design/flow/design.v

```verilog
module counter4bit(
	output  [3:0]	count,
	input			clk,
	input			reset,
	input			en,
	input			u_d
	);
	reg [3:0] count;
	always @ (posedge clk)
		if (reset == 1'b0) count <= 4'b0000;
		else if (en == 1'b1 && u_d == 1'b1) count <= count + 1'b1;
		else if (en == 1'b1 && u_d == 1'b0) count <= count - 1'b1;
		else count <= count;
endmodule
```

## /design/flow/run.sh

```bash
#!/bin/bash
# OpenROAD 26Q1-2900-gdf79404cd8, Yosys 0.63+post, stock flow scripts
make -C /OpenROAD-flow-scripts/flow DESIGN_CONFIG=/design/flow/config.mk WORK_HOME=/design/flow/orfs finish
```

==> impl_metrics.yaml <==
# generated from flow reports
cts:
  post_cts_hold_buffer_count: 0
  htreeDepth: 1
  clock_tree_from_tritoncts: "done"
  clk_sinks: 4
  clock.latency.late_pin_ps: 240
  post_cts.resized_instances: 0
  clk_transition_reported_paths_ps: 40
  cts.root.buffer_cell: "clkbuf_4"
  cts_setup_buffers: 0
  cts_made_buffers: 3
  cts.path.max_buffers: 2
cells_and_area:
  utilization_pct: 11.28
  final_design_area_no_fill_sq_um: 385.4
  syn_to_final_growth_pct: 63.83
  layout-drive-gt1-share_pct: 12.50
  final-instance-count-excl-fill: 78
  largest-register: "count"
  largest_register_ff_count: 4
  fillCellCount: 401
  reg_top3: "count (4)"
die:
  fp.coreArea_sq_um: 3416
  placement_rows: 21
  num_io_pins: 8
  chipHeight_um: 80
  floorplan.die.width_um: 80
  die_area_sq_um: 6400
  fp_util_pct: 6.886
routing:
  route.detailed.vias_per_inst: 2.372
  via_count: 185
  detailedRoute.firstIterationViolations: 24
  antenna-diode-count: 0
  finalWirelength_um: 534
  drt-pass1-iter-count: 2
  detail_route.wl_per_cell_um: 6.846
  ant_nets: 0
  detail_route.drc_violations: 0
power_and_ir_drop:
  clockPowerShare_pct: 35.3
  fraction_of_power_consumed_by_combinational_cells_pct: 28.5
  p_sw_share_pct: 25.39
  net-switching-power_mw: 0.04961
  vdd_ir_drop_max_uv: 103.2
  total_power_mw: 0.1954
  static-leakage-power_nw: 0.1565
  cellInternalPower_mw: 0.1458
  power.share.sequential_pct: 36.3
  power-per-cell-area_nw_per_um2: 507.0
yosys:
  synth_flop_count: 4
  synth.top_cells.by_area: "dfxtp_1 (34%), mux2i_1 (13%), ha_1 (11%)"
  async_sr_flop_fraction_pct: 0
  ys_top_cells_by_count: "dfxtp_1 (4), mux2i_1 (3), nand2_1 (3), ha_1 (2), nand2b_1 (2)"
  synth.avg_cell_area_sq_um: 10.69
  synth-area-yosys_sq_um: 235.2
  yosysCellCount: 22
  synthCells: 22
  yosysTopAreaCellShare_pct: 34.04
  post-synth-top-count-cell: "dfxtp_1"
  ff_type: "dfxtp_1"
  yosysWarnings: 1
  synth_sequential_area_ratio_pct: 34.04
  enable_flop_cells: 0
  synth_cell_types: 13
  netlist.top_cell.by_area: "dfxtp_1"
  synthesis.area_sq_um: 235.2
global_route:
  global_route.usage.total_pct: 2.182
  antenna_found_initial: 0
  globalRoute.totalOverflow: 0
  grt_max_degree: 7
  first_global_vias: 210
  grt_first_pass_wirelength_um: 1000
final_timing:
  tightestPinTransition_ps: 259.9
  final_period_minus_worst_setup_slack_ps: 2261
  final.setup.worst_slack_ps: 638.9
  layout_worst_path_cycle_share_pct: 77.97
  setup_total_negative_slack_ps: 0
  slew_viol_final: 0
  slew_headroom_pct: 82.62
  final_hold_violating_endpoints: 0
  rsz0062_at_grt: "no"
  worst_hold_slack_ps: 478.4
  setup-violations-final: 0
  clock-skew-final_ps: 1.688
  fmaxAchievable_mhz: 442.3
setup_path:
  start_kind: "primary input"
  setup.worst_path.class: "in2reg"
  critPathArrivalTime_ps: 2420
  cp.required_ps: 3060
  critical_path.max_fanout: 6
  endpoint_kind: "flop"
placed_design:
  preCtsSetupSlack_ps: 428.4
  cell_area_placed_sq_um: 362.8
  io_buffers: 7
  finalWeightedCongestion: 0.7364
  post-place-cells: 75
run_status:
  run_status: "complete, no violations"
run:
  max-cap-violations: 0
  warning_count: 25
min_path:
  hp-class: "reg2reg"
[power groups by stage]
stage | Sequential (mW) | Clock [mW] | Combinational (mW)
5_1_grt | 0.0734 | 0.0796 | 0.0649
6_report | 0.0709 | 0.0689 | 0.0556
4_1_cts | 0.0710 | 0.0711 | 0.0565
[layout by cell type (no fill, tap or decap), drive strengths merged]
master / Yosys / routed
nand2b: 2 / 2
a21oi: 1 / 1
ha: 2 / 2
xnor2: 1 / 1
clkdlybuf4s50: 0 / 7
o211a: 1 / 1
xor2: 1 / 1
nor2b: 1 / 1
and2: 1 / 1
fa: 1 / 1
a21o: 1 / 1
dfxtp: 4 / 4
nand2: 3 / 3
mux2i: 3 / 3
clkbuf: 0 / 3
[per-layer routing]
layer / wire length [um] / GRT usage (%)
met3: 160 / 3.295
met1: 245 / 2.544
met4: 0 / 0.1761
met5: 0 / 0
met2: 129 / 2.087
[kinds of logic (layout without fill, tap and decap cells)]
group	Yosys count	after routing	share of synthesized area, %
AOI/OAI and AO/OA	3	3	11.17
xor gates and xnor gates	2	2	7.448
adders and majority gates	3	3	19.15
buffers and inverters	0	10	0
DFF	4	4	34.04
muxes	3	3	12.77
and+or+nand+nor	7	7	15.43
[path summary, 6_finish.rpt]
check	start	end	slack, ps	cells past startpoint
min	count[3]	count[3]	480	2
min reg2reg	count[3]	count[3]	480	2
max	en	count[3]	640	7
max reg2reg	count[1]	count[3]	1430	5
[area by class of cell]
class                           count  area (sq um)  area share, %
Tap cell                           46         57.56          14.94
Multi-Input combinational cell     18         155.1          40.26
Clock buffer                        3         22.52          5.844
Timing Repair Buffer                7         70.07          18.18
Sequential cell                     4         80.08          20.78
[worst max-delay path, stage by stage]
cell and delay, ps:
clkdlybuf4s50_1 610, nand2_1 180, ha_1 300, a21o_1 180, a21oi_2 140, mux2i_1 230, mux2i_1 200
Power is estimated from default activity; no workload was simulated.
